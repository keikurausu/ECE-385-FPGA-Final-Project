<file path="/design/flow/run.sh">
#!/bin/bash
# OpenROAD 26Q1-2900-gdf79404cd8, Yosys 0.63+post, stock flow scripts
make -C /OpenROAD-flow-scripts/flow DESIGN_CONFIG=/design/flow/config.mk WORK_HOME=/design/flow/orfs finish
</file>
<file path="/design/flow/config.mk">
export PLATFORM = sky130hd
export DESIGN_NAME = ball
export DESIGN_NICKNAME = ball
export VERILOG_FILES = /design/flow/design.v
export SDC_FILE = /design/flow/constraint.sdc
export NUM_CORES = 4
export LEC_CHECK = 1
export CORE_AREA = 10 10 106 106
export DIE_AREA = 0 0 116 116
</file>
<file path="/design/flow/design.v">
module  ball ( input Reset, frame_clk, press,
					input [7:0] keycode,
               output [9:0]  BallX, BallY, BallS );
    logic [9:0] Ball_X_Pos, Ball_X_Motion, Ball_Y_Pos, Ball_Y_Motion, Ball_Size;
    parameter [9:0] Ball_X_Center=480;   
    parameter [9:0] Ball_Y_Center=240;   
    parameter [9:0] Ball_X_Min=0;        
    parameter [9:0] Ball_X_Max=639;      
    parameter [9:0] Ball_Y_Min=0;        
    parameter [9:0] Ball_Y_Max=479;      
    parameter [9:0] Ball_X_Step=1;       
    parameter [9:0] Ball_Y_Step=1;       
    assign Ball_Size = 4;   
    always_ff @ (posedge Reset or posedge frame_clk )
    begin: Move_Ball
        if (Reset)   
        begin 
            Ball_Y_Motion <= 10'd0;  
				Ball_X_Motion <= 10'd0;  
				Ball_Y_Pos <= Ball_Y_Center;
				Ball_X_Pos <= Ball_X_Center;
        end
        else 
		  begin 
		  if ( (Ball_Y_Pos + Ball_Size) >= Ball_Y_Max )   
					  Ball_Y_Motion <= (~ (Ball_Y_Step) + 1'b1);   
				 else if ( (Ball_Y_Pos - Ball_Size) <= Ball_Y_Min )   
					  Ball_Y_Motion <= Ball_Y_Step;
				 else 
					  Ball_Y_Motion <= Ball_Y_Motion;   
				if ( (Ball_X_Pos + Ball_Size) >= Ball_X_Max)
					 Ball_X_Motion <= (~ (Ball_X_Step) + 1'b1);
				else if ( (Ball_X_Pos - Ball_Size) <= Ball_X_Min)
					 Ball_X_Motion <=Ball_X_Step;
				else
					Ball_X_Motion <= Ball_X_Motion;
			case(keycode)
			8'h1D:  
				begin
				if(press == 1'b1)
					begin
					Ball_Y_Motion <= -1;
					Ball_X_Motion <= 0;
					end
				end
			8'h1C:  
				begin
					if(press == 1'b1)
					begin
					Ball_Y_Motion <= 0;
					Ball_X_Motion <= -1;
					end
				end
			8'h1B:  
				begin
					if(press == 1'b1)
					begin
					Ball_X_Motion <= 0;
					Ball_Y_Motion <= 1;
					end
				end
			8'h23:  
				begin
					if(press == 1'b1)
					begin
					Ball_X_Motion <= 1;
					Ball_Y_Motion <= 0;
					end
				end
			default: ;
			 endcase
			begin
			if ( (Ball_Y_Pos + Ball_Size) >= Ball_Y_Max )   
			begin
					  Ball_Y_Motion <= (~ (Ball_Y_Step) + 1'b1);   
					  end
				 else if ( (Ball_Y_Pos - Ball_Size) <= Ball_Y_Min )   
				 begin
					  Ball_Y_Motion <= Ball_Y_Step;
					  end
				if ( (Ball_X_Pos + Ball_Size) >= Ball_X_Max)
				begin
					 Ball_X_Motion <= (~ (Ball_X_Step) + 1'b1);
					 end
				else if ( (Ball_X_Pos - Ball_Size) <= Ball_X_Min)
				begin
					 Ball_X_Motion <=Ball_X_Step;
				end
			end
				  Ball_Y_Pos <= (Ball_Y_Pos + Ball_Y_Motion);   
				 Ball_X_Pos <= (Ball_X_Pos + Ball_X_Motion);
		end
    end
    assign BallX = Ball_X_Pos;
    assign BallY = Ball_Y_Pos;
    assign BallS = Ball_Size;
endmodule
</file>
<file path="/design/flow/constraint.sdc">
current_design ball

set clk_period 5.0
set clk_io_pct 0.2

create_clock -name clk0 -period $clk_period [get_ports {frame_clk}]

set non_clock_inputs [all_inputs -no_clocks]
set_input_delay [expr $clk_period * $clk_io_pct] -clock clk0 $non_clock_inputs
set_output_delay [expr $clk_period * $clk_io_pct] -clock clk0 [all_outputs]
</file>
==> CHANGELOG.md <==
### Physical design

- Run status: completed
- Final Slew Violations: 0
- Routed wire per std cell: ~12 um
- Stage-log warning count: 25
- Switching power of the nets: ~500 uW
- Crit path max fanout: 5
- Fin crit share: 46.7%
- Via count of the first global-routing pass: roughly 1500
- Critical Path Source Type: flip-flop
- First-pass detailed-route iteration total: 4
- Detailed-route DRC error count: 0
- Worst-path cell with the longest stage delay: dfstp_2
- Post-synth ARST share: roughly 100%
- Combinational power share: slightly below 60%
- Cell chain of the critical path: clkdlybuf4s50_1
- Via/cell ratio: around 4.3
- Final instance area: approximately 0.0022 sq mm
- Number of post-CTS setup repair buffers: 0
- Leakage Power: 0.000862 uW
- Number of maximum-capacitance violations: 0
- Count of flip-flops with a built-in enable after synthesis: 0
- Buffers plus inverters on the worst setup path: 1
- Number of sinks on the clock net: 24
- Vias after detailed routing: ~1400
- Iter 0 DRT Violations: between 50 and 60
- Vertical die dimension: between 100 and 150 um
- Detailed-placement wirelength estimate: about 3100 um
- Length of routed met3 wiring: roughly 350 um
- First-pass GRT wire length: ~6800 um
- Overflow left after global routing: 0
- Boundary Pins: 41
- Floorplan utilization: 19.5%
- Count of port buffers added during placement: 30
- Clock latency of the later-clocked register in the worst-skew pair: 0.26 ns
- Area enclosed by the die boundary: roughly 0.013 sq mm
- Horizontal die dimension: 116 um
- Std-Cell Core Area: roughly 0.009 sq mm
- Resize count post-CTS: 0
- Deepest clock path buffer count: 2
- Share of synthesized area occupied by flip-flops and latches: between 30% and 40%
- Final sum of negative setup slack: 0 ns
- Routed Wire Length: roughly 3800 um
- Achievable frequency: 428 MHz
- Final Hold Viols: 0
- Switching share of power: about two fifths
- Placed cell areas: 0.00212 sq mm
- Final weighted congestion in routability-driven placement: about 0.81
- Gate family responsible for the most delay along the worst path: flip-flops
- Post-Syn Area per Cell: 9.69 sq um
- Antenna Violating Nets Remaining: 0
- Shortest period the worst path allows: between 2 and 2.5 ns
- Crit path DRT: 4.00 ns
- CP Capture Type: output port
- Met2 WL post-DR: about 1700 um
- Part of the power in the clock network: ~8.6%
- Hold WC Path Type: reg2reg
- Unrepaired setup endpoints after global routing: no
- Number of cell rows: 34
- Yosys stat area: 0.00173 sq mm
- Overall fraction of global-route tracks in use: 6.08%
- Internal power of the cells: 801 uW
- Count of mapped cells out of synthesis: approximately 180
- Pin count of the biggest net entering global routing: 25
- Warning count from the yosys run: 1
- Count of unique library cells instantiated by Yosys: 35
- Clk Tree Root Cell: clkbuf_8
- Post-Synthesis Cell Area: roughly 0.0017 sq mm
- Layout Utilization: about a quarter
- # Cells Yosys: between 150 and 200
- DR top layer: met4
- CTS tree: done
- Antenna diode count: 0
- Num CTS Buffers: 3
- Ys flop type: dfrtp_1
- CTS Hold Bufs: 0
- WHS: about 0.5 ns
- Crit-path max cell delay: 0.58 ns
- Clock skew after layout: 0.00114 ns
- Ratio of cells with drive above 1 in the final layout: under 10%
- Power per standard cell area: roughly 610 mW/mm^2
- Crit path DAT: 1.34 ns
- Number of register bits inferred by synthesis: 24
- Worst vdd rail ir drop: 0.304 mV
- Register clock-pin slew on the reported worst setup and hold paths: roughly 0.08 ns
- M1 WL: approximately 1700 um
- Layout area overhead: 25.5%
- Number of antenna violations at the first check in global routing: 0
- Level count of the clock H-tree: 1
- Start-to-end type of the worst setup path: reg2out
- Part of the total power dissipated in sequential elements: between 30% and 40%
- Final setup violation count: 0
-- stage by stage --
| stage | power, uW | cells | setup slack, ns |
|---|---|---|---|
| global route | 1470 | 318 | 2.59 |
| detailed placement | 1210 | 315 | 2.40 |
| floorplan | 929 | 186 | 2.91 |
| CTS | 1340 | 318 | 2.63 |
| global placement | 1210 | 315 | 2.42 |
| finish | 1310 | 318 | 2.66 |
-- path summary, 6_finish.rpt --
path,to,startpoint,depth (start not counted),slack [ns]
min in group asynchronous,Ball_X_Pos[0],Reset,3,1.10
max,BallX[7],Ball_X_Pos[7],1,2.66
max reg2reg,Ball_X_Pos[9],Ball_X_Motion[8],6,3.05
min reg2reg,Ball_Y_Pos[0],Ball_Y_Motion[0],1,0.51
min,Ball_Y_Pos[0],Ball_Y_Motion[0],1,0.51
max in group asynchronous,Ball_Y_Pos[7],Reset,3,3.60
-- power by group through the flow --
stage / Combinational (uW) / Sequential (uW) / Clock, uW
after CTS: 791 / 425 / 120
after global routing: 899 / 441 / 133
final: 775 / 422 / 113
-- area by class of cell --
cell class,count,area (sq um)
flip-flops and latches,24,611
inverters,17,63.8
clock buffers,3,41.3
fillers,963,6680
well taps,108,135
multi-input cells,135,1010
repair buffers,31,308
-- Yosys cell counts, drive strengths merged (3+ instances only) --
cell type | count | area (sq um)
o211ai | 6 | 45.0
ha | 18 | 225
dfrtp | 16 | 400
a21oi | 13 | 68.8
inv | 17 | 63.8
xnor2 | 15 | 131
nand2 | 8 | 30.0
nand4 | 4 | 25.0
dfstp | 8 | 210
buf | 10 | 75.1
nor2 | 10 | 37.5
a21o | 4 | 30.0
xor2 | 4 | 35.0
o21ai | 5 | 25.0
nand3b | 3 | 22.5
nor3 | 3 | 15.0
nor4 | 4 | 40.0
nand3 | 9 | 45.0
-- placed cells by master, fill, tap and decap left out, types with 4 or more instances in the layout --
cell type,netlist,routed
xnor2_1,15,15
nand4_1,4,4
nand2_1,8,8
a21oi_1,12,12
inv_1,17,17
o211ai_1,6,6
xor2_1,4,4
conb_1,2,10
nand3_1,9,9
nor2_1,10,10
dfstp_2,8,8
o21ai_0,5,5
clkdlybuf4s50_1,0,30
ha_1,18,18
dfrtp_1,16,16
a21o_1,4,4
-- registers in the layout, indices dropped and copies added (netlist names) --
register / count
Ball_X_Motion: 2
Ball_X_Pos: 10
Ball_Y_Motion: 2
Ball_Y_Pos: 10
-- layer usage --
layer | GRT usage, % | vias to the layer above
met5 | 0 | -
met2 | 9.40 | 33
met1 | 8.09 | 638
met3 | 2.77 | 2
met4 | 0.250 | 0
li1 | - | 686
-- logic make-up after synthesis --
logic type	after synthesis	synth area share, %
and+or+nand+nor	43	13.5
AOI/OAI and AO/OA	42	17.0
buffers and inverters	27	8.05
DFF	24	35.4
adders and majority gates	20	15.4
xor gates and xnor gates	19	9.64
other	2	0.435
muxes	1	0.580
Power and IR drop assume default switching activity.
