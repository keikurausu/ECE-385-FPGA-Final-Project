==> flow/design.v <==
module lightCycleMovement( input Reset, frame_clk, press,
					input [7:0] keycode,
               output [9:0]  CycleX, CycleY, CycleMotionX,CycleMotionY, BadguyX, BadguyY);
    logic [9:0] Cycle_X_Pos, Cycle_X_Motion, Cycle_Y_Pos, Cycle_Y_Motion,Cycle_SizeX,Cycle_SizeY, 
						speedup, Badguy_X_Pos, Badguy_Y_Pos, Badguy_X_Motion, Badguy_Y_Motion;
	 logic counter, counter2;
	 parameter [9:0] Badguy_X_Center = 380;
	 parameter [9:0] Badguy_Y_Center = 380;
    parameter [9:0] Cycle_X_Center=160;   
    parameter [9:0] Cycle_Y_Center=240;   
    parameter [9:0] Cycle_X_Min=0;        
    parameter [9:0] Cycle_X_Max=639;      
    parameter [9:0] Cycle_Y_Min=0;        
    parameter [9:0] Cycle_Y_Max=479;      
    parameter [9:0] Cycle_X_Step=1;       
    parameter [9:0] Cycle_Y_Step=1;       
	initial counter = 1'b0;
	initial speedup = 10'b0;
	initial counter2 = 1'b0;
    assign Cycle_SizeY = 4;   
    assign Cycle_SizeX = 8;
    always_ff @ (posedge Reset or posedge frame_clk)
    begin: Move_Cycle
        if (Reset)   
        begin 
            Cycle_Y_Motion <= 10'd0;  
				Cycle_X_Motion <= 10'd0;  
				Cycle_Y_Pos <= Cycle_Y_Center;
				Cycle_X_Pos <= Cycle_X_Center;
				Badguy_X_Pos <= Badguy_X_Center;
				Badguy_Y_Pos <= Badguy_Y_Center;
				Badguy_Y_Motion <= 10'd0;
				Badguy_X_Motion <= 10'd0;
				speedup <= 10'b0;
				counter2 <= 1'b0;
        end
        else 
		  begin 
		  if ( (Cycle_Y_Pos + Cycle_SizeY) >= Cycle_Y_Max )   
					  Cycle_Y_Motion <= (~ (Cycle_Y_Step) + 1'b1);   
				 else if ( (Cycle_Y_Pos - Cycle_SizeY) <= Cycle_Y_Min )   
					  Cycle_Y_Motion <= Cycle_Y_Step;
				 else 
					  Cycle_Y_Motion <= Cycle_Y_Motion;   
				if ( (Cycle_X_Pos + Cycle_SizeX) >= Cycle_X_Max)
					 Cycle_X_Motion <= (~ (Cycle_X_Step) + 1'b1);
				else if ( (Cycle_X_Pos - Cycle_SizeX) <= Cycle_X_Min)
					 Cycle_X_Motion <=Cycle_X_Step;
				else
					Cycle_X_Motion <= Cycle_X_Motion;
			case(keycode)
			8'h1D:  
				begin
				if(press == 1'b1)
					begin
					Cycle_Y_Motion <= -1;
					Cycle_X_Motion <= 0;
					end
				end
			8'h1C:  
				begin
					if(press == 1'b1)
					begin
					Cycle_Y_Motion <= 0;
					Cycle_X_Motion <= -1;
					end
				end
			8'h1B:  
				begin
					if(press == 1'b1)
					begin
					Cycle_X_Motion <= 0;
					Cycle_Y_Motion <= 1;
					end
				end
			8'h23:  
				begin
					if(press == 1'b1)
					begin
					Cycle_X_Motion <= 1;
					Cycle_Y_Motion <= 0;
					end
				end
			8'h44:  
				begin
					if(press == 1'b1)
					begin
						if(counter2 == 1'b0)
						begin
							speedup <= 300;
							counter2 <= 1'b1;
						end
						else
							counter2 <= 1'b1;
					end
				end
			default: ;
			 endcase
			begin
			if ( (Cycle_Y_Pos + Cycle_SizeY) >= Cycle_Y_Max )   
			begin
					  Cycle_Y_Motion <= (~ (Cycle_Y_Step) + 1'b1);   
					  end
				 else if ( (Cycle_Y_Pos - Cycle_SizeY) <= Cycle_Y_Min )   
				 begin
					  Cycle_Y_Motion <= Cycle_Y_Step;
					  end
				if ( (Cycle_X_Pos + Cycle_SizeX) >= Cycle_X_Max)
				begin
					 Cycle_X_Motion <= (~ (Cycle_X_Step) + 1'b1);
					 end
				else if ( (Cycle_X_Pos - Cycle_SizeX) <= Cycle_X_Min)
				begin
					 Cycle_X_Motion <=Cycle_X_Step;
				end
			end
			begin
		 	if((Badguy_X_Pos >= Cycle_X_Pos)&&(Badguy_Y_Pos <= Cycle_Y_Pos))  
			begin
						if((Badguy_X_Pos - Cycle_X_Pos)>=(Cycle_Y_Pos - Badguy_Y_Pos))
						begin
							Badguy_X_Motion <= -1;
							Badguy_Y_Motion <= 0;
						end	
						else
						begin
							Badguy_X_Motion <= 0;
							Badguy_Y_Motion <= 1;
						end
			end
			else if((Badguy_X_Pos <= Cycle_X_Pos)&&(Badguy_Y_Pos <= Cycle_Y_Pos))  
			begin
						if((Cycle_X_Pos - Badguy_X_Pos)>=(Cycle_Y_Pos - Badguy_Y_Pos))
						begin
							Badguy_X_Motion <= 1;
							Badguy_Y_Motion <= 0;
						end	
						else
						begin
							Badguy_X_Motion <= 0;
							Badguy_Y_Motion <= 1;
						end
			end
			else if((Badguy_X_Pos <= Cycle_X_Pos)&&(Badguy_Y_Pos >= Cycle_Y_Pos))  
			begin
						if((Cycle_X_Pos - Badguy_X_Pos)>=(Badguy_Y_Pos - Cycle_Y_Pos))
						begin
							Badguy_X_Motion <= 1;
							Badguy_Y_Motion <= 0;
						end	
						else
						begin
							Badguy_X_Motion <= 0;
							Badguy_Y_Motion <= -1;
						end
			end
			else if((Badguy_X_Pos >= Cycle_X_Pos)&&(Badguy_Y_Pos >= Cycle_Y_Pos))  
			begin
						if((Badguy_X_Pos - Cycle_X_Pos)>=(Badguy_Y_Pos - Cycle_Y_Pos))
						begin
							Badguy_X_Motion <= -1;
							Badguy_Y_Motion <= 0;
						end	
						else
						begin
							Badguy_X_Motion <= 0;
							Badguy_Y_Motion <= -1;
						end
			end
			else
				begin
					Badguy_X_Motion <= Cycle_X_Motion;
					Badguy_Y_Motion <= Cycle_Y_Motion;
				end
			end
				  Cycle_Y_Pos <= (Cycle_Y_Pos + Cycle_Y_Motion);   
				 Cycle_X_Pos <= (Cycle_X_Pos + Cycle_X_Motion);
				 if(speedup != 10'b0)  
				 begin
					Badguy_X_Pos <= (Badguy_X_Pos + Badguy_X_Motion);
					Badguy_Y_Pos <= (Badguy_Y_Pos + Badguy_Y_Motion);
					speedup <= (speedup - 1'b1);
				end
				 else if(counter == 1'b1)  
				 begin
				 Badguy_X_Pos <= (Badguy_X_Pos + Badguy_X_Motion);
				 Badguy_Y_Pos <= (Badguy_Y_Pos + Badguy_Y_Motion);
				 counter = 1'b0;
				end
				else
				begin
					counter = 1'b1;
					Badguy_X_Pos <= Badguy_X_Pos;
					Badguy_Y_Pos <= Badguy_Y_Pos;
				end
		end
    end
    assign CycleX = Cycle_X_Pos;
    assign CycleY = Cycle_Y_Pos;
	 assign BadguyX = Badguy_X_Pos;
	 assign BadguyY = Badguy_Y_Pos;
		assign CycleMotionY = (Cycle_Y_Motion + 1'b1);
		assign CycleMotionX = (Cycle_X_Motion + 1'b1);
endmodule
==> flow/run.sh <==
#!/bin/bash
# OpenROAD 26Q1-2900-gdf79404cd8, Yosys 0.63+post, stock flow scripts
make -C /OpenROAD-flow-scripts/flow DESIGN_CONFIG=/design/flow/config.mk WORK_HOME=/design/flow/orfs finish
==> flow/config.mk <==
export PLATFORM = sky130hd
export DESIGN_NAME = lightCycleMovement
export DESIGN_NICKNAME = lightCycleMovement
export VERILOG_FILES = /design/flow/design.v
export SDC_FILE = /design/flow/constraint.sdc
export NUM_CORES = 4
export LEC_CHECK = 1
export CORE_UTILIZATION = 50
==> flow/constraint.sdc <==
current_design lightCycleMovement

set clk_period 7.5
set clk_io_pct 0.2

create_clock -name clk0 -period $clk_period [get_ports {frame_clk}]

set non_clock_inputs [all_inputs -no_clocks]
set_input_delay [expr $clk_period * $clk_io_pct] -clock clk0 $non_clock_inputs
set_output_delay [expr $clk_period * $clk_io_pct] -clock clk0 [all_outputs]
==> reports/summary.txt <==
Synth area leader - ha_1
Critical path arrival - 4.29 ns
Overall Global Routing Usage - 25.8%
CTS Hold Bufs - 0
YS chip area - 0.00646 mm^2
Async set-reset flop share out of synthesis - 98.3%
WL/cell - 16.1 um
# IOs - 71
Crit end category - register
Critical path class - reg -> reg
Slew of the pin with the lowest slew margin - 0.766 ns
Initial antenna violation count - 0
Clock Sinks - 60
Area growth syn-to-layout - 16.1%
Yosys warns - 1
First-pass GRT wire length - 25900 um
Cts bufs inserted - 9
CTS tree - built
Top FF cell, synth - dfrtp_1
Slowest stage cell, crit path - dfrtp_1
Vias in the first global route - 5079
Core Region - 0.0126 mm^2
Final setup fails - 0
Post-synth top area share - 21.7%
Slew Limit Fails - 0
Hpwl dp - 12700 um
Min Tclk post-route - 4.06 ns
Largest net degree at the start of global routing - 35
Tool warning count - 44
Status - complete, no violations
Grt ovf - 0
# resized after CTS - 0
Ys flops - 60
DRT Pass-1 Iters - 4
CTS max path bufs - 2
CP Max Fanout - 8
Inserted Diodes - 0
Yosys cell count - 754
CP max stage delay - 0.46 ns
Global placer's final weighted congestion - 0.961
Max-cap viol count - 0
Max_slew headroom - 48.5%
Max Clock Freq - 246 MHz
Via Count - 5366
Crit-path cells - inv_1 -> ha_1 -> a21oi_1 -> nor2b_1 -> nor3_1 -> o21bai_1 -> a21oi_1 -> xnor2_1 -> ha_1 -> a2111oi_0 -> nand2_1 -> a41o_1 -> a211o_2 -> a211o_1 -> o22ai_1 -> nor2_2 -> o31a_1
Period utilization - 54.2%
Cell area after synthesis - 0.00646 mm^2
Worst-skew pair later-pin latency - 0.34 ns
RSZ-0062 raised after global routing - no
Fin. Hold Viols - 0
Commonest cells after routing, fill and taps aside - ha_1, inv_1, clkdlybuf4s50_1
CP required - 7.72 ns
Critical Path Start Type - register
Hold Path Class - reg -> reg
Fin Setup TNS - 0 ns
Clk Tree Root Cell - clkbuf_16
Die Area - 0.0134 mm^2
Hold Slack - 0.478 ns
Netlist cell types - 70
Port Buf Inserts - 70
Post-synth EDFFs - 1
Final clock skew - 0.00436 ns
Init Core Util - 51.2%
Top cell excl fill/tap - ha_1
Top cells by area - ha_1, dfrtp_1, dfstp_2
DRC - 0
DIE WIDTH - 116 um
Synth Area per Inst - 8.57 um^2
Rows - 41
DRT iter0 DRCs - 263
CTS clk-pin slew, worst paths - 0.06 ns
Syn Inst Count - 754
WL final - 15800 um
Die Y - 116 um
Post-synth seq share - 23.7%
Final ANT Viol Nets - 0
Post-CTS setup buffers - 0
Layout cell share with drive strength beyond 1 - 6.77%
CTS H-tree depth - 3
Drt via density - 5.45
path summary, 6_finish.rpt:
| path | startpoint | to | slack (ns) | cells past startpoint |
|---|---|---|---|---|
| setup / recovery | Cycle_X_Pos[3] | Badguy_X_Motion[0] | 3.44 | 17 |
| hold / removal | counter2 | counter2 | 0.48 | 1 |
| setup reg to reg | Cycle_X_Pos[3] | Badguy_X_Motion[0] | 3.44 | 17 |
| hold reg to reg | counter2 | counter2 | 0.48 | 1 |
| max in group asynchronous | Reset | Badguy_Y_Pos[8] | 5.00 | 3 |
| min in group asynchronous | Reset | speedup[5] | 1.60 | 2 |
synth_stat cells (all sizes together) (3+ instances only):
cell / count
a2111oi: 4
xor2: 25
a21o: 19
nor2: 51
nand3: 18
o21bai: 7
o31ai: 7
o211ai: 3
nor3b: 4
inv: 84
dfstp: 18
clkbuf: 8
a211o: 4
or3: 3
a21oi: 68
xnor2: 40
nor4: 7
o21a: 9
a31oi: 9
o21ai: 53
nor3: 16
nor2b: 9
dfrtp: 41
nand2: 42
a211oi: 6
ha: 112
buf: 21
or2: 3
a21boi: 3
o31a: 4
nand4: 7
nand2b: 12
fa: 8
mux2i: 3
critical path: cells and delay by family (launching register included):
family                   cells  cell delay (ns)
XOR/XNOR                     1             0.13
flip-flops                   1             0.46
adder cells (fa/ha/maj)      2             0.65
buffers and inverters        1             0.12
AND/OR/NAND/NOR              4             0.55
AND-OR/OR-AND                9             2.02
routing by layer:
metal | wire length [um] | GRT usage (%) | vias up
li1 | - | - | 2749
met4 | 224 | 3.76 | 0
met2 | 6950 | 39.9 | 116
met1 | 7800 | 40.1 | 2483
met5 | 0 | 0 | -
met3 | 848 | 4.16 | 18
area by class of cell:
type                    count  area [um^2]
clock inverters             7         98.8
well taps                 172          215
repair buffers             72          716
inverters                  84          315
multi-input cells         580         4400
fillers                  1114         5120
clock buffers               9          225
flip-flops and latches     60         1530
cell families (layout without fill, tap and decap cells):
kind of cell | Yosys count | in the layout | share of synthesized area [%]
flops | 60 | 60 | 23.7
buf+inv | 114 | 172 | 8.17
fa+ha+maj | 121 | 121 | 24.3
mux | 5 | 5 | 0.813
simple gates | 182 | 182 | 13.7
xor+xnor | 65 | 65 | 8.81
compound gates | 207 | 207 | 20.4
registers in the layout, summed over array words and instances, names as in the netlist:
name             count
Badguy_X_Pos        10
Badguy_Y_Pos        10
Cycle_X_Pos         10
Cycle_Y_Pos         10
speedup             10
Badguy_X_Motion      2
Badguy_Y_Motion      2
Cycle_X_Motion       2
Cycle_Y_Motion       2
counter              1
counter2             1
per-stage QoR:
step / instances / setup WS, ns / util [%] / instance area, um^2
floorplan: 754 / 3.94 / - / 6460
global placement: 968 / 3.57 / 56.9 / 7180
detailed placement: 968 / 3.46 / 56.9 / 7180
CTS: 984 / 3.43 / 59.5 / 7500
global route: 984 / 3.06 / 59.5 / 7500
finish: 984 / 3.44 / 59.5 / 7500
