==> design/flow/design.v <==
module lightCycleMovement2( input Reset, frame_clk, press,
					input [7:0] keycode,
               output [9:0]  CycleX, CycleY, CycleMotionX,CycleMotionY, BadguyX, BadguyY);
    logic [9:0] speedup, Cycle_X_Pos, Cycle_X_Motion, Cycle_Y_Pos, Cycle_Y_Motion,Cycle_SizeX,Cycle_SizeY, Badguy_X_Pos, Badguy_Y_Pos, Badguy_X_Motion, Badguy_Y_Motion;
	 logic counter, counter2;
	 parameter [9:0] Badguy_X_Center = 260;
	 parameter [9:0] Badguy_Y_Center = 100;
    parameter [9:0] Cycle_X_Center=480;   
    parameter [9:0] Cycle_Y_Center=10'd240;   
    parameter [9:0] Cycle_X_Min=0;        
    parameter [9:0] Cycle_X_Max=639;      
    parameter [9:0] Cycle_Y_Min=0;        
    parameter [9:0] Cycle_Y_Max=479;      
    parameter [9:0] Cycle_X_Step=1;       
    parameter [9:0] Cycle_Y_Step=1;       
	 initial counter = 1'b0;
	 initial speedup = 10'b0;
	initial counter2 = 1'b0;
    assign Cycle_SizeY = 4;   
    assign Cycle_SizeX = 8;
    always_ff @ (posedge Reset or posedge frame_clk)
    begin: Move_Cycle
        if (Reset)   
        begin 
            Cycle_Y_Motion <= 10'd0;  
				Cycle_X_Motion <= 10'd0;  
				Cycle_Y_Pos <= Cycle_Y_Center;
				Cycle_X_Pos <= Cycle_X_Center;
				Badguy_X_Pos <= Badguy_X_Center;
				Badguy_Y_Pos <= Badguy_Y_Center;
				Badguy_Y_Motion <= 10'd0;
				Badguy_X_Motion <= 10'd0;
				speedup <= 10'b0;
				counter2 <= 1'b0;
        end
        else 
		  begin 
		  if ( (Cycle_Y_Pos + Cycle_SizeY) >= Cycle_Y_Max )   
					  Cycle_Y_Motion <= (~ (Cycle_Y_Step) + 1'b1);   
				 else if ( (Cycle_Y_Pos - Cycle_SizeY) <= Cycle_Y_Min )   
					  Cycle_Y_Motion <= Cycle_Y_Step;
				 else 
					  Cycle_Y_Motion <= Cycle_Y_Motion;   
				if ( (Cycle_X_Pos + Cycle_SizeX) >= Cycle_X_Max)
					 Cycle_X_Motion <= (~ (Cycle_X_Step) + 1'b1);
				else if ( (Cycle_X_Pos - Cycle_SizeX) <= Cycle_X_Min)
					 Cycle_X_Motion <=Cycle_X_Step;
				else
					Cycle_X_Motion <= Cycle_X_Motion;
			case(keycode)
			8'h43:  
				begin
				if(press == 1'b1)
					begin
					Cycle_Y_Motion <= -1;
					Cycle_X_Motion <= 0;
					end
				end
			8'h3B:  
				begin
					if(press == 1'b1)
					begin
					Cycle_Y_Motion <= 0;
					Cycle_X_Motion <= -1;
					end
				end
			8'h42:  
				begin
					if(press == 1'b1)
					begin
					Cycle_X_Motion <= 0;
					Cycle_Y_Motion <= 1;
					end
				end
			8'h4B:  
				begin
					if(press == 1'b1)
					begin
					Cycle_X_Motion <= 1;
					Cycle_Y_Motion <= 0;
					end
				end
			8'h24:  
				begin
					if(press == 1'b1)
					begin
						if(counter2 == 1'b0)
						begin
							speedup <= 300;
							counter2 <= 1'b1;
						end
						else
							counter2 <= 1'b1;
					end
				end
			default: ;
			 endcase
			begin
			if ( (Cycle_Y_Pos + Cycle_SizeY) >= Cycle_Y_Max )   
			begin
					  Cycle_Y_Motion <= (~ (Cycle_Y_Step) + 1'b1);   
					  end
				 else if ( (Cycle_Y_Pos - Cycle_SizeY) <= Cycle_Y_Min )   
				 begin
					  Cycle_Y_Motion <= Cycle_Y_Step;
					  end
				if ( (Cycle_X_Pos + Cycle_SizeX) >= Cycle_X_Max)
				begin
					 Cycle_X_Motion <= (~ (Cycle_X_Step) + 1'b1);
					 end
				else if ( (Cycle_X_Pos - Cycle_SizeX) <= Cycle_X_Min)
				begin
					 Cycle_X_Motion <=Cycle_X_Step;
				end
			end
			begin
		 	if((Badguy_X_Pos >= Cycle_X_Pos)&&(Badguy_Y_Pos <= Cycle_Y_Pos))  
					begin
						if((Badguy_X_Pos - Cycle_X_Pos)>=(Cycle_Y_Pos - Badguy_Y_Pos))
						begin
							Badguy_X_Motion <= -1;
							Badguy_Y_Motion <= 0;
						end	
						else
						begin
							Badguy_X_Motion <= 0;
							Badguy_Y_Motion <= 1;
						end
					end
			else if((Badguy_X_Pos <= Cycle_X_Pos)&&(Badguy_Y_Pos <= Cycle_Y_Pos))  
					begin
						if((Cycle_X_Pos - Badguy_X_Pos)>=(Cycle_Y_Pos - Badguy_Y_Pos))
						begin
							Badguy_X_Motion <= 1;
							Badguy_Y_Motion <= 0;
						end	
						else
						begin
							Badguy_X_Motion <= 0;
							Badguy_Y_Motion <= 1;
						end
					end
			else if((Badguy_X_Pos <= Cycle_X_Pos)&&(Badguy_Y_Pos >= Cycle_Y_Pos))  
					begin
						if((Cycle_X_Pos - Badguy_X_Pos)>=(Badguy_Y_Pos - Cycle_Y_Pos))
						begin
							Badguy_X_Motion <= 1;
							Badguy_Y_Motion <= 0;
						end	
						else
						begin
							Badguy_X_Motion <= 0;
							Badguy_Y_Motion <= -1;
						end
					end
			else if((Badguy_X_Pos >= Cycle_X_Pos)&&(Badguy_Y_Pos >= Cycle_Y_Pos))  
					begin
						if((Badguy_X_Pos - Cycle_X_Pos)>=(Badguy_Y_Pos - Cycle_Y_Pos))
						begin
							Badguy_X_Motion <= -1;
							Badguy_Y_Motion <= 0;
						end	
						else
						begin
							Badguy_X_Motion <= 0;
							Badguy_Y_Motion <= -1;
						end
					end
			else
				begin
					Badguy_X_Motion <= Cycle_X_Motion;
					Badguy_Y_Motion <= Cycle_Y_Motion;
				end
		end
				  Cycle_Y_Pos <= (Cycle_Y_Pos + Cycle_Y_Motion);   
				 Cycle_X_Pos <= (Cycle_X_Pos + Cycle_X_Motion);
				  if(speedup != 10'b0)  
				 begin
					Badguy_X_Pos <= (Badguy_X_Pos + Badguy_X_Motion);
					Badguy_Y_Pos <= (Badguy_Y_Pos + Badguy_Y_Motion);
					speedup <= (speedup - 1'b1);
				end
				 else if(counter == 1'b1)  
				 begin
				 Badguy_X_Pos <= (Badguy_X_Pos + Badguy_X_Motion);
				 Badguy_Y_Pos <= (Badguy_Y_Pos + Badguy_Y_Motion);
				 counter = 1'b0;
				end
				else
				begin
					counter = 1'b1;
					Badguy_X_Pos <= Badguy_X_Pos;
					Badguy_Y_Pos <= Badguy_Y_Pos;
				end
	end
    end
    assign CycleX = Cycle_X_Pos;
    assign CycleY = Cycle_Y_Pos;
	 assign BadguyX = Badguy_X_Pos;
	 assign BadguyY = Badguy_Y_Pos;
		assign CycleMotionY = (Cycle_Y_Motion + 1'b1);
		assign CycleMotionX = (Cycle_X_Motion + 1'b1);
endmodule
==> design/flow/run.sh <==
#!/bin/bash
# OpenROAD 26Q1-2900-gdf79404cd8, Yosys 0.63+post, stock flow scripts
make -C /OpenROAD-flow-scripts/flow DESIGN_CONFIG=/design/flow/config.mk WORK_HOME=/design/flow/orfs finish
==> design/flow/config.mk <==
export PLATFORM = sky130hd
export DESIGN_NAME = lightCycleMovement2
export DESIGN_NICKNAME = lightCycleMovement2
export VERILOG_FILES = /design/flow/design.v
export SDC_FILE = /design/flow/constraint.sdc
export NUM_CORES = 4
export LEC_CHECK = 1
export CORE_UTILIZATION = 50
==> design/flow/constraint.sdc <==
current_design lightCycleMovement2

set clk_period 7.8
set clk_io_pct 0.2

create_clock -name clk0 -period $clk_period [get_ports {frame_clk}]

set non_clock_inputs [all_inputs -no_clocks]
set_input_delay [expr $clk_period * $clk_io_pct] -clock clk0 $non_clock_inputs
set_output_delay [expr $clk_period * $clk_io_pct] -clock clk0 [all_outputs]
==> results.env <==
SYNTH.CELL_AREA_UM2=6620
PATH_CLK_SLEW_PS=50
DPL-INSTANCE-AREA_UM2=7330
DOMINANTREGCELLSYNTH='dfrtp_1'
POSTLAYOUTCELLAREA_UM2=7650
TIMING_HOLD_VIOLATIONS_FINAL=0
SYN_AVG_CELL_AREA_UM2=8.52
FRACTION_OF_LAYOUT_CELLS_WITH_A_SIZE_SUFFIX_ABOVE_1_PCT=6.00
CTS.SINK_COUNT=60
TRITONCTS='built'
CHIP_AREA_UM2=13700
SETUP_WS_PS=3930
YS.FLOPS=60
END_KIND='flip-flop'
GLOBALPLACE.CONGESTION=1.04
DIE_Y_UM=117
GRT_PASS1_VIAS=5225
CORE_REGION_AREA_UM2=12800
POST-PLACE-CELLS=990
CLKLATENCYLATEPIN_PS=330
ROUTED_WIRELENGTH_UM=16300
CLK_ROOT_BUFFER_CELL='clkbuf_16'
FIN_CRIT_PS=3870
EDFF_COUNT_SYNTH=1
FINAL_GLOBAL_ROUTE_OVERFLOW_TOTAL=0
TRITONCTS.NUM_BUFFERS=9
YOSYS.STAT.CHIPAREA_UM2=6620
TIMING.CRITICAL_PATH.MODE_CELL='a21oi_1'
FINAL_LAYOUT_TOP_LOGIC_CELLS='112 x ha_1, 83 x inv_1, 70 x clkdlybuf4s50_1'
DR.FIRST_ITER.DRC_COUNT=303
GRT_MAX_DEGREE=36
WL_PER_CELL_UM=16.2
DRV_SLEW=0
LOG.WARNING_COUNT=45
CTS.PATH.MAX_BUFFERS=2
POST_CTS.RESIZED_INSTANCES=0
CRITPATHKIND='reg -> reg'
POSTCTSHOLDBUFS=0
SKEW_PS=10.2
TIMING.MAX_CAP.VIOLATIONS=0
FP-UTILIZATION_PCT=51.8
CRITPATHSLOWESTCELL='dfrtp_1'
FINAL_COMMON_CELL='ha_1'
RUN_STATUS='finished clean'
CRITPATHBUFINV=1
HOLDCRITPATHCLASS='reg -> reg'
WORST_PATH_DOMINANT_CELL_FAMILY='AND-OR/OR-AND gates'
DETAIL_ROUTE.FIRST_PASS.ITERATIONS=4
TRACK_USAGE_PCT=25.8
ROW_COUNT=41
FIRST_PASS_GRT_WIRE_LENGTH_UM=26400
POST-CTS-SETUP-BUFFERS=0
TOP_LEVEL_PORTS=71
TIMING.CRITICAL_PATH.ARRIVAL_PS=4060
PATH_CELLS='inv_1 > ha_1 > a21o_2 > a21o_1 > a21oi_1 > o21bai_1 > a21o_1 > a21oi_1 > xor2_1 > ha_1 > a211oi_1 > o31ai_1 > a21oi_1 > nor3_4 > a211oi_1 > a311oi_1'
DIE_W_UM=117
ANTENNA_VIOLATING_NETS_POST_ROUTE=0
TALLY_OF_FILLER_CELLS_IN_THE_LAYOUT=1086
CLOCK.FMAX_GHz=0.258
PORTBUFFERS=70
FINALCLOCKPERIODUSAGE_PCT=49.7
WORST_SLEW_PIN_SLEW_PS=828
DETAILED_PLACE_HPWL_UM=13200
SYNTH-CELLS-YOSYS=777
WORST_SETUP_PATH_START_KIND='flip-flop'
RSZ0062_AT_GRT='false'
VIA_PER_INST=5.55
SEQ_AREA_FRAC_SYNTH_PCT=23.0
CP_DATA_REQUIRED_TIME_PS=7990
LAYOUT.AREA.COMB_UM2=4560
SYNTH.LIB_CELLS_USED.DISTINCT=74
SYNTH_ASYNC_SR_FLOP_SHARE_PCT=98.3
FINALSETUPVIOLATIONS=0
MAXSLEWHEADROOM_PCT=44.0
DPL_WORST_SLACK_PS=4010
YOSYS_WARNING_TOTAL=1
SYN2LAYOUT_AREA_GROWTH_PCT=15.6
HTREE_NUM_LEVELS=3
POSTSYNTHCELLCOUNT=777
STDCELL_COUNT=1006
DETAILROUTE.VIA_COUNT=5580
N_ANTENNA_CELL=0
SEQ_AREA_UM2=1520
CRIT_FANOUT=6
CPPEAKSTAGEDELAY_PS=460
DRC=0
ANTENNA_FOUND_INITIAL=0
TNS_PS=0
sequential cells by signal (all words and copies together) (netlist names):
name             cells
Badguy_Y_Pos        10
Badguy_Y_Motion      2
counter2             1
Badguy_X_Pos        10
Cycle_Y_Motion       2
Cycle_Y_Pos         10
Badguy_X_Motion      2
Cycle_X_Pos         10
counter              1
speedup             10
Cycle_X_Motion       2
logic make-up (layout without fill, tap and decap cells):
logic type	Yosys count	count (layout)	share of synthesized area [%]
AND-OR/OR-AND	214	214	21.5
buffers and inverters	115	172	8.07
AND/OR/NAND/NOR	204	204	15.1
adder cells (fa/ha/maj)	121	121	23.7
XOR/XNOR	61	61	8.19
multiplexers	2	2	0.340
flip-flops	60	60	23.0
layer usage:
metal | wire, µm | up-vias | share of wire, % | GRT usage (%)
met5 | 0 | - | 0 | 0
met4 | 210 | 0 | 1.3 | 2.62
met3 | 956 | 13 | 5.9 | 5.66
met2 | 7250 | 136 | 44 | 40.0
met1 | 7920 | 2573 | 48 | 39.4
li1 | - | 2858 | - | -
final cells by class:
type | instances | area share (%)
clock inverter | 4 | 0.949
clock buffer | 12 | 3.22
multi-input combinational | 602 | 59.6
tap | 172 | 2.81
inverter | 84 | 4.12
timing repair buffer | 72 | 9.36
sequential | 60 | 19.9
worst paths after layout:
check / to / from / slack (ps) / cells past startpoint
setup reg to reg: Badguy_X_Motion[0] / Cycle_Y_Pos[1] / 3930 / 16
min in group asynchronous: speedup[1] / Reset / 1620 / 2
setup / recovery: Badguy_X_Motion[0] / Cycle_Y_Pos[1] / 3930 / 16
hold / removal: counter2 / counter2 / 470 / 1
max in group asynchronous: Badguy_Y_Pos[2] / Reset / 5290 / 3
hold reg to reg: counter2 / counter2 / 470 / 1
worst reg2reg max path: stages, from the launching register on:
cell	delay [ps]
dfrtp_1	460
inv_1	160
ha_1	360
a21o_2	220
a21o_1	200
a21oi_1	170
o21bai_1	120
a21o_1	190
a21oi_1	170
xor2_1	240
ha_1	280
a211oi_1	230
o31ai_1	120
a21oi_1	280
nor3_4	100
a211oi_1	330
a311oi_1	90
synthesized netlist by cell type (all sizes together) (7+ instances only):
library cell | instances | area [µm²]
a211oi | 12 | 90.1
a21boi | 7 | 52.6
a21o | 19 | 144
a21oi | 68 | 352
buf | 29 | 211
dfrtp | 46 | 1150
dfstp | 13 | 342
fa | 8 | 160
ha | 112 | 1400
inv | 84 | 315
nand2 | 55 | 206
nand3 | 16 | 80.1
nand4 | 9 | 56.3
nor2 | 62 | 235
nor2b | 10 | 70.1
nor3 | 19 | 116
o21ai | 43 | 215
o21bai | 8 | 60.1
o31ai | 11 | 106
or3 | 7 | 43.8
xnor2 | 37 | 324
xor2 | 24 | 218
through the flow:
stage	hold WS [ps]	util (%)
after floorplan	435	-
after global placement	451	57.4
after detailed placement	454	57.4
after CTS	470	59.9
after global routing	499	59.9
final	466	59.9
