### flow/design.v
module Dreg ( input Clk, Load, Reset, D,
				  output logic Q );
always @ (posedge Clk or posedge Reset ) 
begin 
	Q = Q;
	if (Reset) 
		Q = 1'b0;
	else if (Load) 
		Q = D;
end
endmodule
module keyboard(input logic Clk, psClk, psData, reset,
					 output logic [7:0] keyCode,
					 output logic press);
	logic Q1, Q2, en, enable, shiftoutA, shiftoutB, Press;
	logic [4:0] Count; 
	logic [10:0] DO_A, DO_B;
	logic [7:0] Data;
	logic [9:0] counter;
	always@(posedge Clk or posedge reset)
	begin
		if(reset)
		begin
			counter = 10'b0000000000;
			enable = 1'b1;
		end
		else if (counter == 10'b0111111111)
		begin
			counter = 10'b0000000000;
			enable = 1'b1;
		end
		else 
		begin
			counter += 1'b1;
			enable = 1'b0;
		end
	end
	always@(posedge Clk)
	begin
		if(enable==1)
		begin
			if((reset)|| (Count==5'b01011))    
				Count <= 5'b00000;
		else if(Q1==0 && Q2==1)
			begin  			
				Count += 1'b1;
				en = 1'b1;
			end
		end
	end     
	always@(posedge Clk)
	begin
		if( Count == 5'b01011)
		begin
			if(DO_A[9:2] == DO_B[9:2])	
			begin
				Data =DO_A[9:2];
				Press = 1'b1;
			end
			else if(DO_B[9:2]== 8'b00001111 || DO_A[9:2]== 8'b00001111)  
				Press = 1'b0;
			else if(DO_B[9:2]== 8'b11110000|| DO_A[9:2]== 8'b11110000)  
				Press = 1'b0;
			else if(DO_A[9:2] != DO_B[9:2])   
			begin
				Data = DO_B[9:2];
				Press = 1'b1;
			end
		end
	end
	Dreg Dreg_instance1 ( .*,
								 .Load(enable),
								 .Reset(reset), 
								 .D(psClk),
								 .Q(Q1) );
   Dreg Dreg_instance2 ( .*,
								 .Load(enable),
								 .Reset(reset), 
								 .D(Q1),
								 .Q(Q2) );
	reg_11 reg_B(
					.Clk(psClk),
					.Reset(reset), 
					.Shift_In(psData), 
					.Load(1'b0), 
					.Shift_En(en),
					.D(11'd0),
					.Shift_Out(shiftoutB),
					.Data_Out(DO_B)
					);
	reg_11 reg_A(
					.Clk(psClk),
					.Reset(reset), 
					.Shift_In(shiftoutB), 
					.Load(1'b0), 
					.Shift_En(en),
					.D(11'd0),
					.Shift_Out(shiftoutA),
					.Data_Out(DO_A)
					);
	assign keyCode=Data;
	assign press=Press;
endmodule 
module reg_11 (input logic    Clk, Reset, Shift_In, Load, Shift_En,
               input logic [10:0] D,
               output logic    Shift_Out,
               output logic [10:0] Data_Out);
always_ff @ (posedge Clk or posedge Load or posedge Reset)
begin
	if (Reset)
		Data_Out <= 11'h0;
	else if (Load)
		Data_Out <= D;
	else if (Shift_En)
		Data_Out <= {Shift_In,Data_Out[10:1]};
end
assign Shift_Out = Data_Out[0];
endmodule
### flow/run.sh
#!/bin/bash
# OpenROAD 26Q1-2900-gdf79404cd8, Yosys 0.63+post, stock flow scripts
make -C /OpenROAD-flow-scripts/flow DESIGN_CONFIG=/design/flow/config.mk WORK_HOME=/design/flow/orfs finish
### flow/config.mk
export PLATFORM = sky130hd
export DESIGN_NAME = keyboard
export DESIGN_NICKNAME = keyboard
export VERILOG_FILES = /design/flow/design.v
export SDC_FILE = /design/flow/constraint.sdc
export NUM_CORES = 4
export LEC_CHECK = 1
export CORE_UTILIZATION = 30
### flow/constraint.sdc
current_design keyboard

set clk_period 4.2
set clk_io_pct 0.2

create_clock -name clk0 -period $clk_period [get_ports {Clk}]
create_clock -name clk1 -period $clk_period [get_ports {psClk}]

set non_clock_inputs [all_inputs -no_clocks]
set_input_delay [expr $clk_period * $clk_io_pct] -clock clk0 $non_clock_inputs
set_output_delay [expr $clk_period * $clk_io_pct] -clock clk0 [all_outputs]
==> impl_metrics.py <==
# Generated from Yosys and OpenROAD reports
metrics = {
    "floorplanning": {
        "pin_count": 13,
        "core_area_sq_um": 5610,
        "die_w_um": 78.9,
        "num_rows": 27,
        "fp_util": 0.316,
        "die_height_um": 78.9,
        "die_area_sq_um": 6220,
    },
    "setup_path": {
        "setup.worst_path.end": "Dreg_instance1.Q",
        "rr_worst_depth": 4,
        "critPathBufInv": 2,
        "path_depth": 3,
        "required_ns": 4.35,
        "end_kind": "flop",
        "reg2reg_from": "reg_B.Data_Out[9]",
        "cp-start-kind": "clock port",
        "crit_family": "multiplexers",
        "worstReg2RegEnd": "Data[2]",
        "cp_common_cell": "clkbuf_8",
        "regToRegSetupSlack_ns": 2.27,
        "worst_ep_arrival_time_ns": 2.57,
        "cp_slowest_cell": "mux2_2",
        "crit_fanout": 2,
        "cp_cell_sequence": "clkbuf_8, clkbuf_8, mux2_2",
        "crit_start": "psClk",
        "crit_type": "clock port to flop",
        "critPathMaxStageDelay_ns": 0.25,
    },
    "synthesis": {
        "ys.flop_type": "dfrtp_1",
        "synth_area_sq_um": 1770,
        "most_common_cell": "dfrtp_1",
        "top_cells_by_area": "dfrtp_1 45%, edfxtp_1 24%, xor2_1 6.9%, nor2_1 2.8%, nand4_1 2.5%",
        "async_flop_share": 0.702,
        "yosysCellCount": 128,
        "edf_count": 14,
        "yosys_area_sq_um": 1770,
        "syn_inst": 128,
        "top_area_frac": 0.452,
        "syn_area_per_cell_sq_um": 13.8,
        "ys_seq_share": 0.704,
        "top_area_cell": "dfrtp_1",
        "ys_types": 26,
        "ys.flops": 47,
        "netlist_top_cells_count": "32 x dfrtp_1, 14 x edfxtp_1, 14 x xor2_1",
        "yosys_warnings": 4,
    },
    "power": {
        "p_seq_frac": 0.587,
        "internal-power_uw": 688,
        "ir_drop_v": 0.000171,
        "clkPwrFrac": 0.392,
        "pwr-share-comb": 0.021,
        "switching_share": 0.192,
        "power.density_nw_per_um2": 409,
        "p_sw_uw": 163,
        "p_leak_nw": 0.829,
    },
    "final_layout": {
        "fin_util": 0.371,
        "synthToLayoutAreaGrowth_pct": 17.4,
        "comb_area_sq_um": 487,
        "fillCellCount": 522,
        "layout-drive-gt1-share": 0.141,
        "fin_area_sq_um": 2080,
        "register_area_sq_um": 1250,
    },
    "route": {
        "antenna_cells": 0,
        "wl_per_cell_um": 11.3,
        "via_per_inst": 4.48,
        "dr.pass1.iters": 4,
        "drc": 0,
        "ant_nets": 0,
        "vias": 958,
        "drt_iter0_markers": 43,
        "wl_um": 2420,
    },
    "placed_design": {
        "gp_congestion": 0.785,
        "dpl_cell_area_sq_um": 1950,
        "hpwl_um": 1720,
        "port-buffer-count": 11,
    },
    "final_timing": {
        "rsz0062_at_grt": "no",
        "setup_viol": 0,
        "final_max_slew_viol_count": 0,
        "timing_hold_violations_final": 0,
        "tightest_slew_ns": 0.410,
        "timing.clock.skew_ns": 0.00566,
        "slew_headroom": 0.726,
        "fin_setup_tns_ns": 0,
    },
    "run": {
        "maxCapViolCount": 0,
        "warnings": 27,
    },
    "cts": {
        "cts_resized": 0,
        "cts_tree": "done",
        "cts_hold_buf": 0,
        "post_cts_buffers": 0,
        "clk_pin_slew_ns": 0.08,
    },
    "grt": {
        "grt_pass1_vias": 1007,
        "grtUsageTotal": 0.0918,
        "grt_max_degree": 34,
        "grt_overflow": 0,
        "antenna_found_initial": 0,
        "grt_pass1_wl_um": 4310,
    },
    "hold_path": {
        "hp-class": "clock port to flop",
    },
    "status": {
        "status": "complete, no violations",
    },
}
==> power groups by stage <==
stage	logic, mW	clock network, mW	registers [mW]
after CTS	0.0188	0.348	0.500
final	0.0181	0.334	0.499
after global routing	0.0211	0.370	0.502
==> metal layers <==
layer	wire, um	track usage	vias to the layer above	share of wire
li1	-	-	469	-
met1	1180	0.129	453	0.49
met2	999	0.127	31	0.41
met3	182	0.0502	5	0.075
met4	56	0.0255	0	0.023
met5	0	0	-	0
==> placed cells by master, fill, tap and decap left out, drive strengths merged, types with 4 or more instances in the layout <==
cell type	count
dfrtp	32
or4	6
clkdlybuf4s50	11
edfxtp	14
nor2	13
clkbuf	9
xor2	14
nand4	7
xnor2	4
nand2	7
==> layout make-up <==
cell class / instances / share of cell area
clock buffer: 9 / 0.0596
tap: 72 / 0.0433
timing repair buffer: 12 / 0.0566
clock inverter: 1 / 0.00301
sequential: 47 / 0.600
multi-input combinational: 71 / 0.234
inverter: 2 / 0.00361
==> registers in the layout (all words and copies together) (netlist names) <==
name and cells:
reg_A.Data_Out 9, counter 10, Press 1, enable 1
Dreg_instance1.Q 1, Dreg_instance2.Q 1, reg_B.Data_Out 11, Data 8
Count 5
==> worst min path at each step <==
| stage | startpoint | end | slack (ns) | cells after the start |
|---|---|---|---|---|
| 6_report | psClk | Dreg_instance1.Q | 0.09 | 3 |
| 5_1_grt | psClk | Dreg_instance1.Q | 0.07 | 3 |
| 4_1_cts | psClk | Dreg_instance1.Q | 0.09 | 3 |
==> logic make-up after synthesis <==
kind of cell / Yosys count / share of synthesized area
fa+ha+maj: 2 / 0.0141
simple gates: 46 / 0.145
compound gates: 3 / 0.0134
xor+xnor: 18 / 0.0890
flops: 47 / 0.704
buf+inv: 10 / 0.0212
mux: 2 / 0.0127
==> per-stage QoR <==
| step | setup slack, ns | power [mW] | cells | hold slack, ns |
|---|---|---|---|---|
| after floorplan | 1.74 | 0.524 | 128 | 0.152 |
| after global placement | 1.74 | 0.530 | 204 | 0.152 |
| after detailed placement | 1.74 | 0.532 | 204 | 0.152 |
| after CTS | 1.78 | 0.866 | 214 | 0.0877 |
| after global routing | 1.80 | 0.894 | 214 | 0.0734 |
| final | 1.78 | 0.851 | 214 | 0.0878 |
==> worst register-to-register path, stage by stage, from the launching register on <==
cell and delay (ns):
dfrtp_1 0.44, or4_1 0.14, nor2_1 0.04, or4_4 0.52
a21boi_2 0.37
Power and IR drop assume default switching activity.
