==> flow/design.v <==
module  ball2 ( input Reset, frame_clk, press,
					input [7:0] keycode,
               output [9:0]  BallX, BallY, BallS );
    logic [9:0] Ball_X_Pos, Ball_X_Motion, Ball_Y_Pos, Ball_Y_Motion, Ball_Size;
    parameter [9:0] Ball_X_Center=160;   
    parameter [9:0] Ball_Y_Center=240;   
    parameter [9:0] Ball_X_Min=0;        
    parameter [9:0] Ball_X_Max=639;      
    parameter [9:0] Ball_Y_Min=0;        
    parameter [9:0] Ball_Y_Max=479;      
    parameter [9:0] Ball_X_Step=1;       
    parameter [9:0] Ball_Y_Step=1;       
    assign Ball_Size = 4;   
    always_ff @ (posedge Reset or posedge frame_clk )
    begin: Move_Ball
        if (Reset)   
        begin 
            Ball_Y_Motion <= 10'd0;  
				Ball_X_Motion <= 10'd0;  
				Ball_Y_Pos <= Ball_Y_Center;
				Ball_X_Pos <= Ball_X_Center;
        end
        else 
		  begin 
		  if ( (Ball_Y_Pos + Ball_Size) >= Ball_Y_Max )   
					  Ball_Y_Motion <= (~ (Ball_Y_Step) + 1'b1);   
				 else if ( (Ball_Y_Pos - Ball_Size) <= Ball_Y_Min )   
					  Ball_Y_Motion <= Ball_Y_Step;
				 else 
					  Ball_Y_Motion <= Ball_Y_Motion;   
				if ( (Ball_X_Pos + Ball_Size) >= Ball_X_Max)
					 Ball_X_Motion <= (~ (Ball_X_Step) + 1'b1);
				else if ( (Ball_X_Pos - Ball_Size) <= Ball_X_Min)
					 Ball_X_Motion <=Ball_X_Step;
				else
					Ball_X_Motion <= Ball_X_Motion;
			case(keycode)
			8'h43:  
				begin
				if(press == 1'b1)
					begin
					Ball_Y_Motion <= -1;
					Ball_X_Motion <= 0;
					end
				end
			8'h3B:  
				begin
					if(press == 1'b1)
					begin
					Ball_Y_Motion <= 0;
					Ball_X_Motion <= -1;
					end
				end
			8'h42:  
				begin
					if(press == 1'b1)
					begin
					Ball_X_Motion <= 0;
					Ball_Y_Motion <= 1;
					end
				end
			8'h4B:  
				begin
					if(press == 1'b1)
					begin
					Ball_X_Motion <= 1;
					Ball_Y_Motion <= 0;
					end
				end
			default: ;
			 endcase
			begin
			if ( (Ball_Y_Pos + Ball_Size) >= Ball_Y_Max )   
			begin
					  Ball_Y_Motion <= (~ (Ball_Y_Step) + 1'b1);   
					  end
				 else if ( (Ball_Y_Pos - Ball_Size) <= Ball_Y_Min )   
				 begin
					  Ball_Y_Motion <= Ball_Y_Step;
					  end
				if ( (Ball_X_Pos + Ball_Size) >= Ball_X_Max)
				begin
					 Ball_X_Motion <= (~ (Ball_X_Step) + 1'b1);
					 end
				else if ( (Ball_X_Pos - Ball_Size) <= Ball_X_Min)
				begin
					 Ball_X_Motion <=Ball_X_Step;
				end
			end
				  Ball_Y_Pos <= (Ball_Y_Pos + Ball_Y_Motion);   
				 Ball_X_Pos <= (Ball_X_Pos + Ball_X_Motion);
		end
    end
    assign BallX = Ball_X_Pos;
    assign BallY = Ball_Y_Pos;
    assign BallS = Ball_Size;
endmodule
==> flow/run.sh <==
#!/bin/bash
# OpenROAD 26Q1-2900-gdf79404cd8, Yosys 0.63+post, stock flow scripts
make -C /OpenROAD-flow-scripts/flow DESIGN_CONFIG=/design/flow/config.mk WORK_HOME=/design/flow/orfs finish
==> flow/config.mk <==
export PLATFORM = sky130hd
export DESIGN_NAME = ball2
export DESIGN_NICKNAME = ball2
export VERILOG_FILES = /design/flow/design.v
export SDC_FILE = /design/flow/constraint.sdc
export NUM_CORES = 4
export LEC_CHECK = 1
export CORE_UTILIZATION = 40
==> flow/constraint.sdc <==
current_design ball2

set clk_period 3.0
set clk_io_pct 0.2

create_clock -name clk0 -period $clk_period [get_ports {frame_clk}]

set non_clock_inputs [all_inputs -no_clocks]
set_input_delay [expr $clk_period * $clk_io_pct] -clock clk0 $non_clock_inputs
set_output_delay [expr $clk_period * $clk_io_pct] -clock clk0 [all_outputs]
==> notes.md <==
run results: status=complete, no violations, number of global-route vias before repair=1218, CTS tree=done, Die Area=4820 um^2, CP Class=register to register, register area share after synthesis=0.334, Synth async-reset ratio=1.00, DRT iter0 DRCs=21, hold endpoint=Ball_Y_Pos[0]$_DFF_PP0_, reg2reg setup slack=890 ps, count of library flops with an enable pin=0, total grt overflow=0, Worst Setup SP=Ball_Y_Motion[8]$_DFFE_PP0P_, reg2reg end=Ball_Y_Pos[8]$_DFF_PP0_, ys cells=roughly 180, port bufs=30, CTS max path bufs=2, Pleak=around 0.89 nW, GPL Wtd Cong=0.912, synthesized area=approximately 1800 um^2, metal2 WL=1540 um, CTS sink cnt=24, ant diodes=0, crit path max-delay cell type=dfrtp_1, placed insts=264, post-CTS setup-driven buffer insertion count=0, Reg power frac=0.289, max-slew violations=0, max-cap violation count=0, DRC errors left=0, Pre-Place Util=0.418, peak supply drop=0.524 mV, H-Tree Depth=1, Yosys chip area=1820 um^2, startpoint types=register, clock slew at reported path FFs=80 ps, Routed wire per std cell=13.1 um, min cycle time layout=2110 ps, Final setup viols=0, initial antenna violation count=0, syn_area_per_cell=just under 10 um^2, critical path required time=approximately 3200 ps, Worst setup EP type=register, total CTS buffers=3, Registers, synthesis=24, max layer used=met4, Resized Gates After CTS=0, Late-Pin Clk Latency=260 ps, power share of the clock group=0.091, RSZ-0062 raised after global routing=no, Detail Placement HPWL=around 2700 um, endpoints failing hold=0, Comb power frac=0.620, fmax=475 MHz, post-synthesis cell count=between 150 and 200, share of layout cells above drive strength 1=0.106, CTS Root Cell=clkbuf_8, Setup Skew=1.49 ps, cells along the critical path=inv_1, fa_1, nor2b_1, o21a_1, o21ai_1, a221oi_2, xor2_1, hold slack=around 510 ps, pin count of the biggest net entering global routing=22, Vias/cell=a little over 5, CP arrival=2300 ps, WL final=roughly 3500 um, Layout fillers=382, DIE HEIGHT=slightly below 70 um, Sw Pwr=0.997 mW, Post-DRT Antenna Nets=0, Top cell area share=0.248, pwr dens=1100 nW/um^2, register area=608 um^2, main area contributors=dfrtp_1 (25%), ha_1 (12%), dfstp_2 (8.7%), fin crit share=0.702, CP max FO=10, first-pass GRT wire length=roughly 5700 um, CP max stage delay=580 ps, Synth cell types=42, Vias=1392, main flop type=dfrtp_1, hold_buf cts=0, IO Pins=41, total negative slack=0 ps, r2r startpoint=Ball_Y_Motion[8]$_DFFE_PP0P_, Tightest Pin Transition=roughly 800 ps, top cell type by total area after synthesis=dfrtp_1, hold wc startpoint=Ball_Y_Motion[0]$_DFFE_PP0P_, wl on met1=1780 um, reg2reg path depth=7, wire length on met3=183 um, floorplan die width=69.4 um, Synth-to-Final Area Change=21.0%, Top delay family on crit path=flip-flops, hold crit path type=register to register, Gate Area=between 1000 and 1500 um^2, drt pass-1 iters=4, Core ar.=4350 um^2, yosys warns=1, GRT Resource Usage Total=0.148, hold depth=1, fin cells=about 270, Log Warnings=25, Slew headroom=0.450, sw frac=0.410, std cell rows=24, Int Pwr=1.44 mW, Buf/Inv on CP=1
## per-stage QoR
stage / area (um^2) / setup slack, ps / utilization / power [mW]
finish: 2200 / 893 / 0.506 / 2.43
global route: 2200 / 778 / 0.506 / 2.66
CTS: 2200 / 894 / 0.506 / 2.45
detailed placement: 2150 / 816 / 0.493 / 2.22
global placement: 2150 / 881 / 0.493 / 2.19
floorplan: 1850 / 1180 / - / 1.73
## worst max path at each step
stage         cells after the start                       to
global route                      7  Ball_Y_Pos[8]$_DFF_PP0_
CTS                               7  Ball_Y_Pos[8]$_DFF_PP0_
finish                            7  Ball_Y_Pos[8]$_DFF_PP0_
## final cells by class
type / count / share of cell area
Multi-Input combinational cell: 140 / 0.501
Sequential cell: 24 / 0.276
Timing Repair Buffer: 31 / 0.140
Tap cell: 52 / 0.0295
Inverter: 17 / 0.0290
Clock buffer: 4 / 0.0250
## flip-flops by register name (all words and copies together) (netlist names)
register       cells
Ball_X_Motion      2
Ball_X_Pos        10
Ball_Y_Motion      2
Ball_Y_Pos        10
## layout by cell type (no fill, tap or decap), drive strengths merged, types with 7 or more instances in the layout
cell,instances
ha,18
inv,17
nor2,8
nor4,7
xnor2,12
a21oi,11
clkdlybuf4s50,30
dfrtp,18
o21ai,9
nand3,11
conb,10
## power groups by stage
stage / logic (mW) / clock network (mW) / registers, mW
final: 1.51 / 0.221 / 0.704
after global routing: 1.68 / 0.242 / 0.732
after CTS: 1.52 / 0.231 / 0.704
## cells in the mapped netlist (5+ instances only)
master,instances
a21oi_1,6
a21oi_2,5
buf_4,10
dfrtp_1,18
dfstp_2,6
ha_1,18
inv_1,17
nand2_1,5
nand3_1,11
nand4_1,6
nor2_1,8
nor4_1,7
o21ai_1,5
xnor2_1,12
## routing by layer
metal | track usage | vias to the layer above
met4 | 0.0159 | 0
met1 | 0.243 | 644
met3 | 0.0383 | 2
met2 | 0.209 | 26
li1 | - | 720
met5 | 0 | -
## cells by family (layout without fill, tap and decap cells)
logic type                 Yosys count  in the layout  synth area share
DFF                                 24             24             0.334
buffers and inverters               27             52            0.0763
adders and majority gates           20             20             0.146
AOI/OAI and AO/OA                   42             42             0.193
and+or+nand+nor                     52             52             0.169
xor gates and xnor gates            16             16            0.0770
other                                2             10           0.00413
Power is estimated from default activity; no workload was simulated.
